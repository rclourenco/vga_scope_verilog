`/design/flow/config.mk`:
```
export PLATFORM = sky130hd
export DESIGN_NAME = VgaModule
export DESIGN_NICKNAME = VgaModule
export VERILOG_FILES = /design/flow/design.v
export SDC_FILE = /design/flow/constraint.sdc
export NUM_CORES = 4
export LEC_CHECK = 1
export CORE_UTILIZATION = 30
```
`/design/flow/constraint.sdc`:
```
current_design VgaModule

set clk_period 3.0
set clk_io_pct 0.2

create_clock -name clk0 -period $clk_period [get_ports {pclk}]

set non_clock_inputs [all_inputs -no_clocks]
set_input_delay [expr $clk_period * $clk_io_pct] -clock clk0 $non_clock_inputs
set_output_delay [expr $clk_period * $clk_io_pct] -clock clk0 [all_outputs]
```
`/design/flow/design.v`:
```
`timescale 1ns / 1ps
module VgaModule(
    input pclk,
    input rst,
    input [3:0] pixel,
    output reg [4:0] r,
    output reg [5:0] g,
    output reg [4:0] b,
    output reg vsync,
    output reg hsync,
    output reg [9:0] px,
    output reg [9:0] py,
	 output reg drawon,
	 output reg borderon,
	 output reg [9:0] plcnt,
	 output reg [9:0] lncnt
    );
localparam VSyncStart = 2;
localparam VSyncEnd   = VSyncStart + 2;
localparam TopBorderStart = VSyncEnd + 25;
localparam TopBorderEnd   = TopBorderStart + 8;
localparam STARTLINE      = TopBorderEnd;
localparam ENDLINE        = STARTLINE + 480;
localparam BottomBorderStart = ENDLINE;
localparam BottomBorderEnd   = BottomBorderStart + 8;
localparam HSyncStart = 8;
localparam HSyncEnd        = HSyncStart + 96;
localparam LeftBorderStart = HSyncEnd + 40;
localparam LeftBorderEnd   = LeftBorderStart + 8;
localparam STARTDRAW       = LeftBorderEnd;
localparam ENDDRAW          = STARTDRAW + 640;
localparam RightBorderStart = ENDDRAW;
localparam RightBorderEnd   = RightBorderStart + 8;
always @(posedge pclk or posedge rst)
begin
	if (rst == 1)
	begin
		plcnt <= 0;
		lncnt <= 0;
		px    <= 0;
		py    <= 0;
		drawon <= 0;
		vsync <= 1;
		hsync <= 1;
		r     <= 0;
		g     <= 0;
		b     <= 0;
		borderon <= 0;
	end
	else 
	begin
		if (plcnt>=799)
		begin
			 plcnt <= 0;
			 lncnt <= lncnt + 1;			
			 px    <= 0;
			 if (lncnt+1>=VSyncStart && lncnt+1< VSyncEnd)
				vsync <= 0;
			 else
				vsync <= 1;
			 if (lncnt+1>=STARTLINE && lncnt+1<ENDLINE)
			 begin
				 py <= py + 1;
			 end
			 else
			 begin
				py     <= 0;
				drawon <= 0;
			 end
			if(lncnt>=524)
			begin
				lncnt <= 0;
			end
		end
		else
		begin
			 plcnt <= plcnt + 1;
			 if( lncnt >= TopBorderStart && lncnt < BottomBorderEnd )
			 begin
				if (plcnt+1>=HSyncStart && plcnt+1< HSyncEnd)
					hsync <= 0;
				else
					hsync <= 1;
			 end
			 if (lncnt>=STARTLINE && lncnt<ENDLINE)
			 begin
				 if (plcnt>=STARTDRAW && plcnt<ENDDRAW)
					px <= px + 1;
				 if (plcnt+1>=STARTDRAW && plcnt+1<ENDDRAW)
				 begin
					drawon <= 1;
					case(pixel)
						0: begin
								r <= 0;
								g <= 0;
								b <= 0;
							end
						1: begin
								r <= 5'h00;
								g <= 6'h00;
								b <= 5'h0F;
							end
						2: begin
								r <= 5'h00;
								g <= 6'h1F;
								b <= 5'h00;
							end
						3: begin
								r <= 5'h0F;
								g <= 6'h00;
								b <= 5'h00;
							end						
						4: begin
								r <= 5'h00;
								g <= 6'h1F;
								b <= 5'h0F;
							end						
						5: begin
								r <= 5'h0F;
								g <= 6'h00;
								b <= 5'h0F;
							end						
						6: begin
								r <= 5'h0F;
								g <= 6'h1F;
								b <= 5'h00;
							end						
						7: begin
								r <= 5'h0F;
								g <= 6'h1F;
								b <= 5'h0F;
							end						
						8: begin
								r <= 5'h07;
								g <= 6'h0F;
								b <= 5'h07;
							end						
						9: begin
								r <= 5'h00;
								g <= 6'h00;
								b <= 5'h1F;
							end						
						10: begin
								r <= 5'h00;
								g <= 6'h3F;
								b <= 5'h00;
							end						
						11: begin
								r <= 5'h1F;
								g <= 6'h00;
								b <= 5'h00;
							end						
						12: begin
								r <= 5'h00;
								g <= 6'h3F;
								b <= 5'h1F;
							end						
						13: begin
								r <= 5'h1F;
								g <= 6'h00;
								b <= 5'h1F;
							end						
						14: begin
								r <= 5'h1F;
								g <= 6'h3F;
								b <= 5'h00;
							end						
						15: begin
								r <= 5'h1F;
								g <= 6'h3F;
								b <= 5'h1F;
							end						
					endcase
				 end
				 else
				 begin
				   drawon <= 0;
					r <= 0;
					g <= 0;
					b <= 0;
				 end
			 end
			 else
			 begin
				drawon <= 0;
			 end
		end	 
	end
end  
endmodule
```
`/design/flow/run.sh`:
```
#!/bin/bash
# OpenROAD 26Q1-2900-gdf79404cd8, Yosys 0.63+post, stock flow scripts
make -C /OpenROAD-flow-scripts/flow DESIGN_CONFIG=/design/flow/config.mk WORK_HOME=/design/flow/orfs finish
```
==> reports/summary.json <==
{
  "run_status": "complete, no violations",
  "path_class": "reg -> reg",
  "drt-wirelength-per-cell_um": 14.1,
  "p_total_mw": 1.47,
  "layout.cells.non_filler": 596,
  "netlist_area_um2": 3500,
  "clkLatencyLatePin_ps": 290,
  "cts.path.max_buffers": 2,
  "seqCellArea_um2": 1300,
  "post-route-worst-setup-slack_ps": 301,
  "hold_slack_ps": 518,
  "finalWirelength_um": 8410,
  "cts_max_level": 2,
  "r2r_end": "py[9]$_DFFE_PP0N_",
  "floorplan.core_util_pct": 30.8,
  "regToRegStartpoint": "lncnt[0]$_DFFE_PP0N_",
  "detail_route.first_pass.iterations": 4,
  "finalClockPeriodUsage_pct": 90.0,
  "regToRegSetupSlack_ps": 300,
  "global_route.usage.met1_pct": 23.7,
  "route.detailed.vias_per_inst": 5.19,
  "fp.dieArea_um2": 12100,
  "commonest_cells_after_routing_fill_and_taps_aside": "sky130_fd_sc_hd__clkdlybuf4s50_1 (64), sky130_fd_sc_hd__dfrtp_1 (50), sky130_fd_sc_hd__nand2_1 (35), sky130_fd_sc_hd__nor2_1 (32)",
  "max_slew.worst_pin.slew_ps": 610,
  "pre_cts_slack_ps": 239,
  "areaGrowthSynthToFinish_pct": 25.8,
  "max_clock_freq_ghz": 0.371,
  "power.density_cell_area_nw_per_um2": 333,
  "worst-endpoint-required_ps": 3170,
  "setup-tns-final_ps": 0,
  "worstPathBufferInverterCount": 0,
  "dieHeight_um": 110,
  "crit_arrival_ps": 2870,
  "synth-main-ff-cell": "sky130_fd_sc_hd__dfrtp_1",
  "finalMaxSlewViolations": 0,
  "number_of_warning_messages_in_the_logs": 36,
  "dpl-instance-area_um2": 4210,
  "clk_root_buffer_cell": "sky130_fd_sc_hd__clkbuf_16",
  "report.final.hold_viol_count": 0,
  "gpl.final_weighted_congestion": 0.913,
  "ys_sh_mux_pct": 2.33,
  "most_common_cell_after_layout_fill_and_taps_aside": "sky130_fd_sc_hd__clkdlybuf4s50_1",
  "synth.yosys.warnings": 1,
  "grtUsageTotal_pct": 14.6,
  "slew_headroom_pct": 59.3,
  "min_path_type": "reg -> reg",
  "leakagePower_nw": 1.80,
  "clkTransAtPathRegs_ps": 70,
  "fin_skew_ps": 5.60,
  "detailed_route_drc_error_count": 0,
  "post-place-cells": 589,
  "synth_seq_share_pct": 37.3,
  "synth.avg_cell_area_um2": 8.51,
  "rr_worst_depth": 8,
  "simple_logic_cell_fraction_of_the_synthesized_area_pct": 22.3,
  "drt.antenna.violating_nets": 0,
  "number_of_standard_cells_reported_by_yosys": 411,
  "synthTopLogicFamily": "simple AND/OR/NAND/NOR gates",
  "synth_adder_area_share_pct": 5.01,
  "max-vdd-ir-drop_uv": 222,
  "critPathLaunch": "lncnt[0]$_DFFE_PP0N_",
  "number_of_synthesized_register_bits": 52,
  "cts_hold_repair.buffers": 0,
  "cts_tree": "done",
  "gr-max-usage-layer": "met1",
  "setup_viol": 0,
  "timing.critical_path.fanout_max": 10,
  "yosysUniqueCellTypes": 59,
  "synth_chip_area_um2": 3500,
  "place.detailed.hpwl_um": 6010,
  "postLayoutCellArea_um2": 4400,
  "buffer_ports.inserted": 64,
  "globalRouteOverflowTotal": 0,
  "grt_use_met2_pct": 21.4,
  "grt_antenna_before_repair": 0,
  "io-pin-count": 66,
  "vias": 3095,
  "core_area_um2": 11400,
  "synth-edff-count": 0,
  "ys_sh_xor_pct": 4.51,
  "cell_by_cell_listing_of_the_critical_path": "ha_2, nand3_1, o21ai_0, nand4_1, a22o_1, a211oi_1, nand2_1, o311ai_0",
  "die.size.x_um": 110,
  "number_of_post_cts_setup_repair_buffers": 0,
  "compound_area_share_pct": 20.8,
  "via_count_of_the_first_global_routing_pass": 2830,
  "grt_use_met3_pct": 2.05,
  "cp_delay_by_family_top": "AND-OR/OR-AND gates",
  "cts_inserted_buffers": 5,
  "cp_num_cells": 8,
  "max_stage_delay_ps": 510,
  "type_of_element_capturing_the_critical_path": "flip-flop",
  "slowest_stage": "sky130_fd_sc_hd__dfrtp_1",
  "netlist_instances": 411,
  "fin_util_pct": 38.7,
  "max_cap_violations": 0,
  "grt_max_degree": 30,
  "synth-async-reset-ratio_pct": 100,
  "grt_pass1_wl_um": 13700,
  "layout.filler_cells": 1110,
  "number_of_rows_created_at_floorplan": 39,
  "final-comb-area_um2": 1930,
  "startpoint_type": "flip-flop",
  "fraction_of_layout_instances_using_a_drive_strength_above_1_pct": 7.06,
  "timing.critical_path.to": "py[9]$_DFFE_PP0N_",
  "detail_route.antenna_diodes": 0,
  "min-delay-start": "r[4]$_DFFE_PP0P_",
  "setup_repair_after_global_routing_missed_its_margin": "false",
  "time_the_worst_path_needs_with_i_o_delays_and_setup_ps": 2700,
  "clock_sinks": 52,
  "drtIter0Drc": 251
}
-- where the power goes --
part	leakage (nW)	switching (mW)	internal [mW]
combinational	0.996	0.0284	0.0157
sequential	0.710	0	0.701
clock	0.0899	0.249	0.473
total	1.80	0.277	1.19
-- area by class of cell --
| type | count | area share, % |
|---|---|---|
| inverters | 21 | 1.79 |
| repair buffers | 73 | 16.4 |
| clock inverters | 2 | 1.36 |
| well taps | 143 | 4.07 |
| flip-flops and latches | 52 | 29.6 |
| multi-input cells | 300 | 43.9 |
| clock buffers | 5 | 2.84 |
-- routing by layer --
| metal | vias to the layer above | part of all wire [%] |
|---|---|---|
| met2 | 80 | 43 |
| met5 | - | 0 |
| met4 | 0 | 1.1 |
| met3 | 6 | 4.8 |
| li1 | 1539 | - |
| met1 | 1470 | 51 |
-- cell families (layout without fill, tap and decap cells) --
group | count (synthesis) | count (layout)
AOI/OAI and AO/OA | 107 | 107
xor gates and xnor gates | 18 | 18
adders and majority gates | 14 | 14
buffers and inverters | 59 | 101
DFF | 52 | 52
muxes | 8 | 8
other | 1 | 1
and+or+nand+nor | 152 | 152
-- cells in the mapped netlist (4+ instances only) --
cell type | instances | area share [%]
sky130_fd_sc_hd__dfrtp_1 | 50 | 36
sky130_fd_sc_hd__nand2_1 | 35 | 3.8
sky130_fd_sc_hd__nor2_1 | 32 | 3.4
sky130_fd_sc_hd__nand3_1 | 25 | 3.6
sky130_fd_sc_hd__o21ai_0 | 25 | 3.6
sky130_fd_sc_hd__a21oi_1 | 24 | 3.4
sky130_fd_sc_hd__clkbuf_1 | 23 | 2.5
sky130_fd_sc_hd__inv_1 | 21 | 2.3
sky130_fd_sc_hd__ha_1 | 14 | 5.0
sky130_fd_sc_hd__xnor2_1 | 11 | 2.8
sky130_fd_sc_hd__a22o_1 | 10 | 2.5
sky130_fd_sc_hd__nand4_1 | 10 | 1.8
sky130_fd_sc_hd__buf_4 | 9 | 1.9
sky130_fd_sc_hd__and3_1 | 8 | 1.4
sky130_fd_sc_hd__mux2i_1 | 7 | 2.0
sky130_fd_sc_hd__nor3_1 | 7 | 1.0
sky130_fd_sc_hd__xor2_1 | 7 | 1.8
sky130_fd_sc_hd__o22ai_1 | 6 | 1.1
sky130_fd_sc_hd__or3_1 | 6 | 1.1
sky130_fd_sc_hd__a211oi_1 | 5 | 1.1
sky130_fd_sc_hd__and2_1 | 5 | 0.89
sky130_fd_sc_hd__a31oi_1 | 4 | 0.72
sky130_fd_sc_hd__nor2b_1 | 4 | 0.72
sky130_fd_sc_hd__o31ai_1 | 4 | 0.86
-- worst min path at each step --
stage / depth (start not counted) / slack (ps) / end
6_report: 1 / 520 / r[4]$_DFFE_PP0P_
5_1_grt: 1 / 530 / r[3]$_DFFE_PP0P_
4_1_cts: 1 / 520 / b[4]$_DFFE_PP0P_
-- registers in the layout, summed over array words and instances, names as in the netlist --
register  flops
px           10
lncnt        10
drawon        1
b             3
plcnt        10
r             3
hsync         1
g             3
vsync         1
py           10
-- repair_timing --
action | in CTS | in global routing
setup endpoints to repair | 0 | 1
resized | 0 | 1
hold endpoints to repair | 0 | 0
Power and IR drop assume default switching activity.
