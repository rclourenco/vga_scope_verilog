$ cat ./config.mk
export PLATFORM = sky130hd
export DESIGN_NAME = I2Sb
export DESIGN_NICKNAME = I2Sb
export VERILOG_FILES = /design/flow/design.v
export SDC_FILE = /design/flow/constraint.sdc
export NUM_CORES = 4
export LEC_CHECK = 1
export CORE_UTILIZATION = 40
$ cat ./run.sh
#!/bin/bash
# OpenROAD 26Q1-2900-gdf79404cd8, Yosys 0.63+post, stock flow scripts
make -C /OpenROAD-flow-scripts/flow DESIGN_CONFIG=/design/flow/config.mk WORK_HOME=/design/flow/orfs finish
$ cat ./constraint.sdc
current_design I2Sb

set clk_period 5.7
set clk_io_pct 0.2

create_clock -name clk0 -period $clk_period [get_ports {clk}]

set non_clock_inputs [all_inputs -no_clocks]
set_input_delay [expr $clk_period * $clk_io_pct] -clock clk0 $non_clock_inputs
set_output_delay [expr $clk_period * $clk_io_pct] -clock clk0 [all_outputs]
$ cat ./design.v
`timescale 1ns / 1ps
module I2Sb(clk, reset, din, dout, wd, A, mck, sck, lrck, sd, I);
    input clk;					 
    input reset;				 
    input [7:0] din;			 
    output [7:0] dout;		 
	 input wd;					 
	 input [1:0] A;			 
    output mck;				 
    output sck;				 
    output lrck;				 
    output sd;					 
    input [15:0] I;			 
	reg mck;
	reg sck;
	reg lrck;
	wire sd;
	reg [7:0] dout;
	reg [15:0] shifter;
	reg [7:0] mckDiv,mckDivCntr;
	reg [7:0] sckDiv,sckDivCntr;
	reg [7:0] lrDiv,lrDivCntr;
	reg wdmckDiv,wdsckDiv,wdlrDiv;
	reg fd1,fd2,ldSR;
	parameter ADR_MCLKDIV			=	2'b00;
	parameter ADR_LRDIV				=	2'b01;
	parameter ADR_SCKDIV				=	2'b10;
	always @ (A or wd)
		if((A == ADR_MCLKDIV) && wd)
			wdmckDiv = 1;
		else
			wdmckDiv = 0;
	always @ (posedge clk or posedge reset)
		if(reset)
			mckDiv <= 8'd4;
		else if (wdmckDiv)
			mckDiv <= din;		 
	always @(posedge clk or posedge reset)
		if(reset)
			mckDivCntr <= 0;
		else if (mckDivCntr == 0)
			mckDivCntr <= mckDiv;	 
		else
			mckDivCntr <= mckDivCntr - 1;	 
	always @ (posedge clk or posedge reset)
		if(reset)
			mck <= 0;
		else if (mckDivCntr == 0)
			mck <= !mck;	 
	always @ (A or wd)
		if((A == ADR_SCKDIV) && wd)
			wdsckDiv = 1;
		else
			wdsckDiv = 0;
	always @ (posedge clk or posedge reset)
		if(reset)
			sckDiv <= 8'd3;
		else if (wdsckDiv)
			sckDiv <= din;
	always @(posedge clk or posedge reset)
		if(reset)
			sckDivCntr <= 0;
		else if ((sckDivCntr == 0) && (mckDivCntr == 0))
			sckDivCntr <= sckDiv;
		else if (mckDivCntr == 0)
			sckDivCntr <= sckDivCntr - 1;
	always @ (posedge clk or posedge reset)
		if(reset)
			sck <= 0;
		else if ((sckDivCntr == 0) && (mckDivCntr == 0))
			sck <= !sck;		 
	always @ (A or wd)
		if(( A == ADR_LRDIV) && wd)
			wdlrDiv = 1;
		else
			wdlrDiv = 0;
	always @ (posedge clk or posedge reset)
		if(reset)
			lrDiv <= 8'd255;
		else if (wdlrDiv)
			lrDiv <= din;
	always @ (posedge clk or posedge reset)
		if(reset)
			lrDivCntr <= 0;
		else if ((lrDivCntr == 0)  && (mckDivCntr == 0) && !mck)
			lrDivCntr <= lrDiv;
		else if ((mckDivCntr == 0) && !mck)
			lrDivCntr <= lrDivCntr - 1;
	always @ (posedge clk or posedge reset)
		if(reset)
			lrck <= 0;
		else if ((lrDivCntr == 0)  && (mckDivCntr == 0) && !mck)
			lrck <= !lrck;
	always @ (posedge clk or posedge reset)
		if(reset)
			shifter <= 0;
		else if (ldSR)
			shifter <= I;
		else if ((sckDivCntr == 0) && (mckDivCntr == 0) && sck)
			shifter <= {shifter[14:0],1'b0};
		assign sd = shifter[15];
	always @ (posedge clk or posedge reset) begin
		if(reset) begin
			fd1 <= 0;
			fd2 <= 0;
		end
		else begin
			if((sckDivCntr == 0) && (mckDivCntr == 0) && !sck && !mck) begin
				fd1 <= lrck;
				fd2 <= fd1;
			end
		end
	end
	always @(fd1 or fd2 or sckDivCntr or mckDivCntr)
		if( (fd1 ^ fd2) & ((sckDivCntr == 0) && (mckDivCntr == 0) && sck && !mck) )
			ldSR = 1;
		else
			ldSR = 0;
	always @ (A or mckDiv or sckDiv or lrDiv)
		case(A)
			ADR_MCLKDIV:dout = mckDiv;
			ADR_LRDIV:dout = lrDiv;	
			ADR_SCKDIV:dout = sckDiv;
			default: dout = 8'h9c;
		endcase
endmodule					
==> impl_metrics.py <==
# Physical implementation metrics
metrics = {
    "final_timing": {
        "final.period_utilization_pct": 72.2,
        "maxClockFrequency_mhz": 243,
        "slew_violations": 0,
        "rsz0062_at_grt": "no",
        "setup_tns_ps": 0,
        "hold_violations": 0,
        "period_needed_ps": 4110,
        "max_slew_margin_pct": 47.7,
        "clock-skew-final_ps": 7.57,
        "setup_viol_count_final": 0,
        "worstMarginPinSlew_ps": 782,
    },
    "worst_setup_path": {
        "reg2reg_depth": 6,
        "crit_path_start_kind": "input port",
        "cp_data_arrival_time_ps": 2970,
        "crit_fanout": 12,
        "cp.required_ps": 4560,
        "path_class": "in2out",
        "cp_slowest_cell": "clkdlybuf4s50_1",
        "reg2reg_to": "shifter[9]",
        "path_common_cell": "clkdlybuf4s50_1",
        "worstPathCellList": "clkdlybuf4s50_1 > nor2b_1 > nand2_1 > o21ai_0 > clkdlybuf4s50_1",
        "crit_start": "A[0]",
        "max_stage_delay_ps": 680,
        "endpoint": "dout[5]",
        "endpoint_kind": "primary output",
        "r2r-start": "mckDivCntr[0]",
        "timing.reg2reg.setup_slack_ps": 2580,
    },
    "run": {
        "maxCapViolCount": 0,
        "warnings": 26,
    },
    "global_routing": {
        "grt_pass1_vias": 2226,
        "met3_usage_pct": 4.33,
        "gr-usage-all-layers_pct": 17.2,
        "use_met1_pct": 28.2,
        "antenna_found_initial": 0,
        "grt_first_pass_wirelength_um": 11500,
        "grt_busiest_layer": "met1",
        "grt-ovfl-total": 0,
        "grtUsageMet2_pct": 24.6,
        "grt_max_degree": 50,
    },
    "layout": {
        "nFillCells": 726,
        "flop_area_um2": 1740,
        "layout-drive-gt1-share_pct": 29.8,
        "logic_area_um2": 1590,
        "area_growth_pct": 20.9,
    },
    "route": {
        "antenna_cells": 0,
        "first_pass_iters": 4,
        "route.detailed.drc": 0,
        "avgViaCountPerCell": 5.35,
        "wirelength_um": 6900,
        "drtIter0Drc": 98,
        "ant_nets": 0,
        "vias": 2392,
        "wl_per_cell_um": 15.4,
    },
    "logic_synthesis": {
        "synth.distinct_cells": 45,
        "ys_ff": 69,
        "netlist_area_um2": 3430,
        "yosys-stat-cells": 293,
        "ys_area_um2": 3430,
        "yosys_warnings": 1,
        "area_leaders": "dfrtp_1, mux2_2, dfstp_2",
        "top_area_share_pct": 42.3,
        "ys_seq_share_pct": 50.7,
        "yosysTopAreaCell": "dfrtp_1",
        "syn_area_per_cell_um2": 11.7,
        "syn_inst": 293,
    },
    "floorplanning": {
        "rows": 33,
        "chipArea_um2": 8960,
        "dieHeight_um": 94.7,
        "initCoreUtil_pct": 41.6,
        "io_pins": 41,
        "chipWidth_um": 94.7,
        "core_area_um2": 8260,
    },
    "clock_network": {
        "tritoncts": "done",
        "root_buffer": "clkbuf_8",
        "clkLatencyLatePin_ps": 340,
        "clkSinkCount": 69,
        "holdBufCountCts": 0,
        "cts_buffer_depth": 2,
        "path_clk_slew_ps": 70,
        "htreeDepth": 3,
        "cts_buffers": 9,
        "cts_resized": 0,
        "cts_setup_buffers": 0,
    },
    "place": {
        "place_hpwl_um": 4860,
        "numPortBuffers": 40,
        "gp_congestion": 0.860,
    },
    "pwr": {
        "power_leakage_uw": 0.00181,
        "ir_drop_v": 0.000185,
        "p_per_area_nw_per_um2": 369,
        "power_uw": 1530,
    },
    "worst_hold_path": {
        "min_path_type": "reg2reg",
    },
    "status": {
        "status": "complete, no violations",
    },
}
## cells by family (layout without fill, tap and decap cells)
logic type / after synthesis / count (layout) / share of synthesized area, %
muxes: 70 / 70 / 22.9
AOI/OAI and AO/OA: 47 / 47 / 9.14
xor gates and xnor gates: 6 / 6 / 1.53
DFF: 69 / 69 / 50.7
adders and majority gates: 4 / 4 / 1.46
and+or+nand+nor: 71 / 71 / 11.2
buffers and inverters: 26 / 75 / 3.10
## layer usage
metal | up-vias | share of wire, %
li1 | 1158 | -
met5 | - | 0
met4 | 0 | 0.80
met3 | 6 | 6.6
met2 | 68 | 42
met1 | 1160 | 50
## how the worst min path moves through the flow
stage / cells after the start / slack (ps) / to / from
global route: 1 / 520 / lrck / lrck
finish: 1 / 480 / mckDivCntr[0] / mckDivCntr[0]
CTS: 1 / 490 / mckDivCntr[0] / mckDivCntr[0]
## cells in the final DEF, fill, tap and decap left out, types with 3 or more instances in the layout
| cell | Yosys | final |
|---|---|---|
| o21ai_0 | 17 | 17 |
| nand2_1 | 17 | 17 |
| o22a_1 | 4 | 4 |
| ha_1 | 4 | 4 |
| clkdlybuf4s50_1 | 0 | 40 |
| nand3_1 | 3 | 3 |
| dfstp_2 | 11 | 11 |
| buf_4 | 0 | 3 |
| a2bb2oi_1 | 4 | 4 |
| dfrtp_1 | 58 | 58 |
| nor3_1 | 4 | 4 |
| nor2_1 | 18 | 18 |
| clkinv_2 | 0 | 3 |
| nor4_1 | 6 | 6 |
| mux2_2 | 60 | 60 |
| xnor2_1 | 3 | 3 |
| clkbuf_8 | 0 | 12 |
| o31ai_1 | 4 | 4 |
| mux2i_1 | 8 | 8 |
| xor2_1 | 3 | 3 |
| or4_1 | 3 | 3 |
| nor3b_1 | 3 | 3 |
| a21oi_1 | 5 | 5 |
| inv_1 | 16 | 15 |
| or4_4 | 3 | 3 |
| a22oi_1 | 3 | 3 |
## stage by stage
| step | hold WS (ps) | worst slack, ps | instance area (µm²) | cells | util [%] |
|---|---|---|---|---|---|
| 6_report | 484 | 1590 | 4150 | 447 | 50.3 |
| 5_1_grt | 521 | 1470 | 4150 | 447 | 50.3 |
| 4_1_cts | 487 | 1580 | 4150 | 447 | 50.3 |
| 2_1_floorplan | 442 | 2560 | 3430 | 293 | - |
| 3_3_place_gp | 478 | 1620 | 3940 | 431 | 47.7 |
| 3_5_place_dp | 476 | 1600 | 3940 | 431 | 47.7 |
## cell usage after synthesis, drive strengths merged
cell type and number:
nand2b 2, o22a 4, o21ai 17, nor4b 1
o31ai 4, buf 3, o211ai 1, or4b 1
nand3b 1, inv 16, nor2b 1, dfrtp 58
or2 2, dfstp 11, clkbuf 7, nor2 18
a22oi 3, o41ai 1, a22o 2, ha 4
a21oi 5, nor3b 3, and2 3, nand2 18
a221o 2, nand4 1, or4 6, nor4 7
o22ai 1, mux2i 8, a31oi 2, nand3 3
o2bb2ai 1, xor2 3, nor3 4, mux2 62
a2bb2oi 4, xnor2 3
## sequential cells by signal, summed over array words and instances, names as in the netlist
name        count
lrDivCntr       8
mckDivCntr      8
sck             1
sckDivCntr      8
sckDiv          8
mckDiv          8
shifter        16
fd1             1
lrDiv           8
fd2             1
lrck            1
mck             1
## report_power, final
group          switching, µW  internal, µW  total, µW
Combinational            178           214        392
Clock                    178           236        414
Sequential               122           606        728
Total                    478          1060       1530
## critical path: cells and delay by family
| kind | cells | cell delay [ps] |
|---|---|---|
| buffers and inverters | 2 | 1220 |
| AND/OR/NAND/NOR | 2 | 480 |
| AND-OR/OR-AND | 1 | 130 |
## cell type report
class | instances | area share, %
timing repair buffer | 43 | 10.2
inverter | 16 | 1.45
multi-input combinational | 198 | 38.2
clock buffer | 12 | 3.98
tap | 105 | 3.16
sequential | 69 | 41.9
clock inverter | 4 | 1.08
Power is estimated from default activity; no workload was simulated.
