--- design/flow/design.v ---
`timescale 1ps / 1ps
module I2CMaster(
    input clk,
    input reset,
    input [6:0] deviceID,
    input [6:0] register,
    input [8:0] din,
    input  enable,
	 input rw,
    output reg rdy,
    output [7:0] dout,
    output reg err,
	 inout scl,
	 inout sda,
	 output reg isclk,
	 output reg isdak,
	 output [3:0]stt
    );
reg [1:0] sclst;
reg isdak_prev;
always @(posedge clk or posedge reset) begin
	if(reset) begin
		isclk <= 1;
		isdak <= 1;
		isdak_prev <= 1;
		sclst <= 0;
	end else begin
		isdak_prev <= isdak;
		case(sclst)
			0: begin
					isclk <= 0;
					sclst <= 1;
					isdak <= 0;
				end
			1: begin
					isclk <= 0;
					sclst <= 2;
					isdak <= 1;
					end
			2: begin
					isclk <= 1;
					sclst <= 3;
					isdak <= 1;
			end
			3: begin
					if(!scl) begin
						sclst <= 2;
					end else begin
						isclk <= 1;
						sclst <= 0;
						isdak <= 0;
					end
			end
		endcase
	end
end
reg [3:0]state;
reg [3:0]cnt;
parameter [3:0]
	s2Ready        = 4'd0,
	s2Start        = 4'd1,
	s2DeviceAddr   = 4'd2,
	s2RegisterAddr = 4'd3,
	s2Data         = 4'd4,
	s2Stop         = 4'd5,
	s2Ack1         = 4'd6,
	s2Ack2         = 4'd7,
	s2Ack3         = 4'd8;
reg sdi;
reg clken;
reg [7:0]b1;
reg [7:0]b2;
reg [7:0]b3;
always @(posedge isdak or posedge reset) begin
	if(reset) begin
		sdi   <= 1;
		state <= s2Ready;
		rdy   <= 0;
		cnt   <= 7;
		b1 <= 0;
		b2 <= 0;
		b3 <= 0;
	end 
	else
	begin
		case(state)
			s2Ready: begin
					if(enable) begin
						rdy <= 0;
						state <= s2Start;
						b1 <= {deviceID,1'b0};
						b2 <= {register,din[8]};
						b3 <= din[7:0];
					end else begin
						rdy <= 0;
						state <= s2Ready;
					end
				end
			s2Start: begin
					state <= s2DeviceAddr;
					rdy   <= 0;
					sdi   <= b1[cnt];
				end
			s2DeviceAddr: begin
					if(cnt==0) begin
						cnt   <= 7;
						sdi   <= 1;
						rdy   <= 0;
						state <= s2Ack1;
					end else begin
						cnt <= cnt - 1;
						sdi <= b1[cnt-1];
					end
				end
			s2Ack1: begin
					state <= s2RegisterAddr;
					rdy   <= 0;
					sdi   <= b2[cnt];
			end
			s2RegisterAddr: begin
					if(cnt==0) begin
						cnt   <= 7;
						sdi   <= 1;
						rdy   <= 0;
						state <= s2Ack2;
					end else begin
						cnt <= cnt - 1;
						sdi <= b2[cnt-1];
					end			
				end
			s2Ack2: begin
					state <= s2Data;
					rdy   <= 0;
					sdi   <= b3[cnt];
			end				
			s2Data: begin
					if(cnt==0) begin
						cnt   <= 7;
						sdi   <= 1;
						rdy   <= 0;
						state <= s2Ack3;
					end else begin
						cnt <= cnt - 1;
						sdi <= b3[cnt-1];
					end						
				end
			s2Ack3: begin
					state <= s2Stop;
			end								
			s2Stop: begin
					rdy <= 1;
					state <= s2Ready;
				end
		endcase
	end
end
always @(negedge isdak or posedge reset) begin
	if(reset) begin
			clken <= 0;
			err   <= 0;
	end else begin
		case(state)
			s2Start: begin
					if(!clken) begin
						clken <= 1;
					end
					err <= 0;
				end
			s2Ack1: if(sda) begin
						err <= 1;
					end
			s2Ack2: if(sda) begin
						err <= 1;
					end
			s2Ack3:  if(sda) begin 
						err <= 1;
					end
			s2Stop: begin
					clken <= 0;
				end
		endcase		
	end
end
reg sdan;
always @(*) begin
	if(state == s2Start) begin
		sdan = isdak;
	end else if (state == s2Stop) begin
		sdan = ~isdak;
	end else begin
		sdan = sdi;
	end
end
assign scl =  (clken && isclk==0) ? 1'b0 : 1'bz; 
assign sda =  (sdan==0) ? 1'b0 : 1'bz; 
assign stt = state;
endmodule
--- design/flow/run.sh ---
#!/bin/bash
# OpenROAD 26Q1-2900-gdf79404cd8, Yosys 0.63+post, stock flow scripts
make -C /OpenROAD-flow-scripts/flow DESIGN_CONFIG=/design/flow/config.mk WORK_HOME=/design/flow/orfs finish
--- design/flow/config.mk ---
export PLATFORM = sky130hd
export DESIGN_NAME = I2CMaster
export DESIGN_NICKNAME = I2CMaster
export VERILOG_FILES = /design/flow/design.v
export SDC_FILE = /design/flow/constraint.sdc
export NUM_CORES = 4
export LEC_CHECK = 1
export CORE_AREA = 10 10 85 85
export DIE_AREA = 0 0 95 95
--- design/flow/constraint.sdc ---
current_design I2CMaster

set clk_period 1.3
set clk_io_pct 0.2

create_clock -name clk0 -period $clk_period [get_ports {clk}]

set non_clock_inputs [all_inputs -no_clocks]
set_input_delay [expr $clk_period * $clk_io_pct] -clock clk0 $non_clock_inputs
set_output_delay [expr $clk_period * $clk_io_pct] -clock clk0 [all_outputs]
==> Slide: Implementation Results <==
Physical Implementation Snapshot

Final layout
  – Fillers: 595
  – Finished Core Util: 19.0%
  – Area grow syn2layout: 22.3%
  – Layout cells sized above 1: 21.1%

Timing
  – Setup Skew: 0.778 ps
  – Minimum clock period: 1220 ps
  – Final hold vios: 0
  – Slew Viols, Final: 0
  – Rel. slew slack: 64.6%
  – Fin Setup TNS: 0 ps
  – Final setup fails: 0
  – Slew @ Worst Pin: 530 ps
  – Crit share post-route: 94.2%
  – Register pins left without a clock: 10
  – Endpoints left unconstrained: 16
  – Achievable frequency: 816 MHz
  – RSZ-0062 raised after global routing: no

Yosys
  – Count of library flops with an enable pin: 0
  – Yosys cell types: 33
  – Most frequent cell after synthesis: buf_4
  – Yosys Warn Count: 11
  – Syn_area_per_cell: 10.3 um2
  – Synth Cell Area: 848 um2
  – Top cells by count: buf_4, dfrtp_1, inv_1
  – Top cells by area: dfrtp_1, dfstp_2, buf_4
  – Yosys cell count: 82
  – Ys flop type: dfrtp_1
  – Synthesis area per yosys: 848 um2
  – Synth top area share: 26.5%
  – Synth flops: 16
  – Yosys top cell by area: dfrtp_1
  – Ys async rst share: 100%
  – Post-synth seq share: 48.1%
  – Cells after synthesis: 82

Setup path
  – Worst Setup Start Kind: register
  – Worst-path fanout max: 2
  – Crit path DRT: 1040 ps
  – Critical Path Source: isdak
  – Critical-path cell list: dlygate4sd2_1
  – RR Startpoint: isdak
  – CP Class: reg2out
  – CP max stage cell: dfstp_2
  – Worst setup EP type: output pin
  – Top delay family on crit path: flip-flops
  – CP peak stage delay: 520 ps
  – Worst Path Arrival: 960 ps
  – Worst path bufs/invs: 1

Routing
  – Met2 WL post-DR: 763 um
  – Total routed wirelength: 1.54 mm
  – Met3 wire length: 84 um
  – Vias: 537
  – Post-DRT Antenna Nets: 0
  – Antenna cell count: 0
  – Residual DRC: 0
  – Met1 WL: 691 um
  – Top layer in use: met3
  – Vias per inst: 3.22
  – First-pass detailed-route iteration total: 4
  – First-iteration detailed-routing DRC count: 27
  – Drt wl/cell: 9.22 um

Floorplanning
  – Rows: 27
  – Die H: 95 um
  – Core area: 5470 um2
  – Total die area: 9030 um2
  – Die x size: 95 um
  – I/O Pins: 45
  – Fp util: 15.5%

CTS
  – CTS tree: done
  – Root Buffer: clkbuf_8
  – Postcts setup bufs: 0
  – Num CTS Buffers: 3
  – Latency at later pin: 220 ps
  – Clock Pin Slew Worst Setup and Hold Paths: 40 ps
  – H-tree Lvls: 1
  – Hold Buf Count CTS: 0
  – CTS max path bufs: 2

Pwr
  – Pwr dens: 736 nW/um2
  – Peak supply drop: 0.902 mV
  – Static leakage: 0.000451 uW

Placed design
  – Dpl hpwl: 1.24 mm
  – Buffers on Ports: 10
  – Final GP Congestion: 0.762

Global route
  – First-pass GRT wire length: 2.64 mm
  – Global-route usage over all layers: 3.50%
  – Total grt overflow: 0
  – Initial antenna violation count: 0
  – Vias in the first global route: 592
  – Largest net degree at the start of global routing: 13

Worst hold path
  – Worst hold path class: in2async

Run
  – Log Warnings: 49
  – Max-Cap Viols: 0

Run status
  – Status: complete, no violations
[flip-flops by register name, summed over array words and instances, names as in the netlist]
signal,count
cnt,4
sclst,4
state,4
err,1
isclk,1
isdak,1
rdy,1
[path summary, 6_finish.rpt]
kind / endpoint / slack (ps) / cells past startpoint
min in group clk0: sclst[3] / 410 / 0
max in group asynchronous: isdak / 760 / 2
setup / recovery: isdak / 80 / 1
setup reg to reg: isdak / 370 / 3
hold reg to reg: sclst[3] / 410 / 0
hold / removal: sclst[2] / 270 / 2
[through the flow]
| stage | cell area, um2 | setup WS (ps) | hold slack [ps] | power [uW] | instances |
|---|---|---|---|---|---|
| floorplan | 886 | 477 | 169 | 428 | 92 |
| global placement | 995 | 31.7 | 393 | 483 | 163 |
| detailed placement | 995 | 30.7 | 394 | 486 | 163 |
| CTS | 1040 | 58.7 | 279 | 775 | 167 |
| global route | 1040 | 38.2 | 325 | 818 | 167 |
| finish | 1040 | 75.2 | 269 | 764 | 167 |
[cells by family (layout without fill, tap and decap cells)]
group	count (synthesis)	in the layout	share of synthesized area, %
other	1	11	0.442
AOI/OAI and AO/OA	20	20	15.9
DFF	16	16	48.1
adders and majority gates	1	1	1.47
muxes	3	3	4.13
buffers and inverters	22	25	15.3
and+or+nand+nor	18	18	13.6
xor gates and xnor gates	1	1	1.03
[placed cells by master (no fill, tap or decap), types with 2 or more instances in the layout]
cell type | Yosys | layout
a21oi_1 | 5 | 5
o211ai_1 | 2 | 2
clkdlybuf4s50_1 | 0 | 8
conb_1 | 1 | 11
buf_4 | 10 | 2
dfrtp_1 | 9 | 9
inv_1 | 9 | 9
clkbuf_8 | 0 | 3
dlygate4sd2_1 | 0 | 2
mux2i_1 | 2 | 2
dfstp_2 | 6 | 6
o21ai_0 | 5 | 5
nor2_1 | 8 | 8
nand2_1 | 2 | 2
[where the power goes]
part	internal (uW)	leakage, uW	switching, uW
registers	281	0.000181	33.0
logic	82.4	0.000247	71.8
clock network	211	0.0000228	84.4
[metal layers]
metal | up-vias | GRT usage (%)
met1 | 245 | 4.21
li1 | 280 | -
met5 | - | 0
met3 | 0 | 1.04
met4 | 0 | 0.249
met2 | 12 | 6.29
[what timing repair did]
action | CTS | global route
gates resized | 2 | 0
endpoints found under the hold margin | 0 | 0
setup endpoints to repair | 2 | 0
[final cells by class]
cell class              instances  area (um2)  area share, %
inverters                       9        33.8           3.26
flip-flops and latches         16         408           39.3
repair buffers                 12         113           10.9
multi-input cells              54         348           33.5
clock buffers                   4        45.0           4.34
well taps                      72        90.1           8.69
No activity file was given, so power comes from the tool's default toggle rates.
